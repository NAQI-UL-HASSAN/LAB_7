===== /design/flow/run.sh =====
#!/bin/bash
# OpenROAD 26Q1-2900-gdf79404cd8, Yosys 0.63+post, stock flow scripts
make -C /OpenROAD-flow-scripts/flow DESIGN_CONFIG=/design/flow/config.mk WORK_HOME=/design/flow/orfs finish

===== /design/flow/config.mk =====
export PLATFORM = sky130hd
export DESIGN_NAME = lab7
export DESIGN_NICKNAME = lab7
export VERILOG_FILES = /design/flow/design.v
export SDC_FILE = /design/flow/constraint.sdc
export NUM_CORES = 4
export LEC_CHECK = 1
export CORE_UTILIZATION = 30

===== /design/flow/constraint.sdc =====
current_design lab7

set clk_period 4.5
set clk_io_pct 0.2

create_clock -name clk0 -period $clk_period [get_ports {clk}]

set non_clock_inputs [all_inputs -no_clocks]
set_input_delay [expr $clk_period * $clk_io_pct] -clock clk0 $non_clock_inputs
set_output_delay [expr $clk_period * $clk_io_pct] -clock clk0 [all_outputs]

===== /design/flow/design.v =====
module lab7 (input logic [3:0] num, 
             input [2:0] sel,
             input logic write, reset, clk,
             output logic anode_0, anode_1, anode_2, anode_3, anode_4, anode_5, anode_6, anode_7,
             output logic cathode_A, cathode_B, cathode_C, cathode_D, cathode_E, cathode_F, cathode_G
            );
    logic E0, E1, E2, E3, E4, E5, E6, E7, count_E;
    logic [3:0] wire0, wire1, wire2, wire3, wire4, wire5, wire6, wire7;
    logic x, y, z,myclock;
    logic [2:0] count_In, count_out;
        myclockdelay tff (
            .clk(clk),
            .reset(reset),
            .myclock(myclock)
        );
        always_comb
        begin
            x = sel[2];
            y = sel[1];
            z = sel[0];
        end
        assign E0 = write & (!x) & (!y) & (!z);
        assign E1 = write & (!x) & (!y) & z;
        assign E2 = write & (!x) & y & (!z);
        assign E3 = write & (!x) & y & z;
        assign E4 = write & x & (!y) & (!z);
        assign E5 = write & x & (!y) & z;
        assign E6 = write & x & y & (!z);
        assign E7 = write & x & y & z;
        assign count_E = !write;
        d_ff flipflop0 (
            .q(wire0),
            .clk(myclock),
            .reset(reset),
            .enable(E0),
            .d(num)
        );
        d_ff flipflop1 (
            .q(wire1),
            .clk(myclock),
            .reset(reset),
            .enable(E1),
            .d(num)
        );
        d_ff flipflop2 (
            .q(wire2),
            .clk(myclock),
            .reset(reset),
            .enable(E2),
            .d(num)
        );
        d_ff flipflop3 (
            .q(wire3),
            .clk(myclock),
            .reset(reset),
            .enable(E3),
            .d(num)
        );
        d_ff flipflop4 (
            .q(wire4),
            .clk(myclock),
            .reset(reset),
            .enable(E4),
            .d(num)
        );
        d_ff flipflop5 (
            .q(wire5),
            .clk(myclock),
            .reset(reset),
            .enable(E5),
            .d(num)
        );
        d_ff flipflop6 (
            .q(wire6),
            .clk(myclock),
            .reset(reset),
            .enable(E6),
            .d(num)
        );
        d_ff flipflop7 (
            .q(wire7),
            .clk(myclock),
            .reset(reset),
            .enable(E7),
            .d(num)
        );
        always_comb count_In = count_out + 1;
        always_ff @(posedge myclock or posedge reset)
        begin
            if (reset) begin
                count_out <= #1 0;
            end
            else if (count_E) begin
                count_out <= #1 count_In;
            end
        end
        logic [2:0] m;
        always_comb begin
            case (write)
                1'b1: m = sel;
                1'b0: m = count_out;
            endcase
        end
        logic [3:0] n;
        always_comb begin
            case (m)
                3'b000: n = wire0;
                3'b001: n = wire1;
                3'b010: n = wire2;
                3'b011: n = wire3;
                3'b100: n = wire4;
                3'b101: n = wire5;
                3'b110: n = wire6;
                3'b111: n = wire7;
            endcase
        end
        logic [6:0] cath;
        always_comb
        begin
            cathode_A = cath[6];
            cathode_B = cath[5];
            cathode_C = cath[4];
            cathode_D = cath[3];
            cathode_E = cath[2];
            cathode_F = cath[1];
            cathode_G = cath[0];
        end
        always_comb begin
            case (n)
                4'b0000: cath = 7'b0000001;
                4'b0001: cath = 7'b1001111;
                4'b0010: cath = 7'b0010010;
                4'b0011: cath = 7'b0000110;
                4'b0100: cath = 7'b1001100;
                4'b0101: cath = 7'b0100100;
                4'b0110: cath = 7'b0100000;
                4'b0111: cath = 7'b0001111;
                4'b1000: cath = 7'b0000000;
                4'b1001: cath = 7'b0000100;
                4'b1010: cath = 7'b0001000;
                4'b1011: cath = 7'b1100000;
                4'b1100: cath = 7'b0110001;
                4'b1101: cath = 7'b1000010;
                4'b1110: cath = 7'b0110000;
                4'b1111: cath = 7'b0111000;
            endcase
        end
        logic [7:0] anod;
        always_comb
        begin
            anode_0 = anod[7];
            anode_1 = anod[6];
            anode_2 = anod[5];
            anode_3 = anod[4];
            anode_4 = anod[3];
            anode_5 = anod[2];
            anode_6 = anod[1];
            anode_7 = anod[0];
        end
        always_comb begin
            case (m)
                3'b000: anod = 8'b01111111;
                3'b001: anod = 8'b10111111;
                3'b010: anod = 8'b11011111;
                3'b011: anod = 8'b11101111;
                3'b100: anod = 8'b11110111;
                3'b101: anod = 8'b11111011;
                3'b110: anod = 8'b11111101;
                3'b111: anod = 8'b11111110;
            endcase
        end
endmodule
module d_ff (output logic [3:0] q,
            input logic clk, reset, enable,
            input logic [3:0] d
            );
always_ff @ (posedge clk or posedge reset)
begin
    if (reset)
        q <= #1 4'b0000;
    else begin
    if (enable)
            q <= #1 d;
            end
end
endmodule
module myclockdelay (input logic clk, reset,
                    output logic myclock
                    );
    logic wire0,wire1,wire2,wire3,wire4,wire5,wire6,wire7,wire8,wire9,wire10,wire11,wire12,wire13,wire14,wire15;
    t_ff flipflop0(
        .reset(reset),
        .clk(clk),
        .myclock(wire0)
    );
    t_ff flipflop1(
        .reset(reset),
        .clk(wire0),
        .myclock(wire1)
    );
    t_ff flipflop2(
        .reset(reset),
        .clk(wire1),
        .myclock(wire2)
    );
    t_ff flipflop3(
        .reset(reset),
        .clk(wire2),
        .myclock(wire3)
    );
    t_ff flipflop4(
        .reset(reset),
        .clk(wire3),
        .myclock(wire4)
    );
    t_ff flipflop5(
        .reset(reset),
        .clk(wire4),
        .myclock(wire5)
    );
    t_ff flipflop6(
        .reset(reset),
        .clk(wire5),
        .myclock(wire6)
    );
    t_ff flipflop7(
        .reset(reset),
        .clk(wire6),
        .myclock(wire7)
    );
    t_ff flipflop8(
        .reset(reset),
        .clk(wire7),
        .myclock(wire8)
    );
    t_ff flipflop9(
        .reset(reset),
        .clk(wire8),
        .myclock(wire9)
    );
    t_ff flipflop10(
        .reset(reset),
        .clk(wire9),
        .myclock(wire10)
    );
    t_ff flipflop11(
        .reset(reset),
        .clk(wire10),
        .myclock(wire11)
    );
    t_ff flipflop12(
        .reset(reset),
        .clk(wire11),
        .myclock(wire12)
    );
    t_ff flipflop13(
        .reset(reset),
        .clk(wire12),
        .myclock(wire13)
    );
    t_ff flipflop14(
        .reset(reset),
        .clk(wire13),
        .myclock(wire14)
    );
    t_ff flipflop15(
        .reset(reset),
        .clk(wire14),
        .myclock(wire15)
    );
    t_ff flipflop16(
        .reset(reset),
        .clk(wire15),
        .myclock(myclock)
    );
endmodule
module t_ff (input logic clk, reset,
             output logic myclock
            );
    logic q;
    assign myclock = q;            
        always_ff @(posedge clk or posedge reset)
        begin
            if (reset)
                q <= 0;
            else
                q <= !q;
        end
endmodule

==> deck_impl_summary.md <==
Synthesis and Place & Route Summary

Run status
  – Status: completed

Critical path
  – Worst Path Required: around 3.6 ns
  – Reg2Reg Setup Slack: approximately 4.0 ns
  – Critical path class: in -> out
  – Crit Path Max Fanout: 9
  – Worst Path Arrival: about 3.5 ns
  – Endpoint class of the critical path: output port
  – CP Launch Type: input pin

Yosys
  – Netlist Area Pre-Place: 2620 um2
  – MUX share of area: 20.4%
  – Syn avg cell area: around 12 um2
  – Chip Area, Yosys: between 2000 and 3000 um2
  – Mapped Cells: 223
  – Seq share, synth: ~50%
  – Complex Gates by Area: 9.99%
  – Netlist cell types: 48
  – XORs/XNORs by Area: under 10%
  – Top cells by count: dfrtp_1 (52), mux2_2 (33), inv_1 (23)
  – Cells in synth_stat.txt: between 200 and 250
  – Area share of the largest cell type after synthesis: a little under 50%
  – Ys flop type: dfrtp_1
  – Synth area leader: dfrtp_1
  – Synth top area cells: dfrtp_1 (50%), mux2_2 (14%), mux2i_1 (4.2%)
  – Yosys warning total: 3
  – And+or+nand+nor area frac: a little under a tenth
  – Adder Share, Synth: 3.35%
  – Count of library flops with an enable pin: 0
  – Count leader, synth: dfrtp_1
  – Fraction of registers with async set/reset: approximately 100%
  – Top logic family: multiplexers
  – Flops after synth: 52

Layout
  – Final Util: between 30% and 40%
  – Non-filler cells, final: approximately 380
  – Fraction of layout instances using a drive strength above 1: about a third
  – Syn-to-layout area delta: 23.5%
  – Fillers: 813

Detailed routing
  – Metal3 WL: 184 um
  – Final WL: slightly above 5000 um
  – M1 wire length: 2640 um
  – DRC: 0
  – Top sig layer: met4
  – Pre-antenna DRT Iters: 4
  – DR iter-0 viols: between 50 and 60
  – Wire length per cell: 13.4 um
  – Inserted Diodes: 0
  – DRT antenna net count: 0
  – Met2 wire length: between 2000 and 2500 um
  – Via density: 4.68
  – Via count: between 1,500 and 2,000

Placement
  – RePlAce Congestion: 0.865
  – Hpwl dp: around 4000 um
  – I/O Buffers: 24
  – Dpl cells: about 380

Power and ir drop
  – P_int: around 96 uW
  – Part of the power in registers: under 10%
  – Power per cell area: between 50 and 60 nW/um2
  – Clock network fraction of total power: 0%
  – P_sw: slightly above 70 uW
  – Static Leakage: approximately 1.4 nW
  – Gate power share: between 90% and 100%
  – Sw frac: a little over two fifths
  – Maximum VDD drop: 39.9 uV

Final timing
  – TNS Setup: 0 ns
  – Max Clock Freq: roughly 0.23 GHz
  – Tcrit/Tclk final: between 90% and 100%
  – Least-Margin Pin Slew: between 0.8 and 0.9 ns
  – Number of unconstrained endpoints: roughly 50
  – Final count of pins violating max slew: 0
  – Worst slew margin: 41.6%
  – Hold Violations, Final: 0
  – Tmin final: approximately 4.3 ns
  – Register pins left without a clock: between 50 and 60
  – RSZ-0062 raised after global routing: no
  – Layout Skew: 0 ns
  – Setup violators final: 0

Floorplanning
  – Die H: about 95 um
  – Fp_density: approximately a third
  – Die Wd: roughly 95 um
  – IO Count: 25
  – Row count: 33
  – DIE AREA: ~9000 um2
  – Total core area: 8340 um2

Hold path
  – Worst Hold Class: reg -> reg

Run
  – MaxCap Viol Count: 0
  – Tool warnings: 32

Global routing
  – GRT Overall Usage: around an eighth
  – Vias in the first global route: approximately 1,700
  – Initial antenna violation count: 0
  – First-pass GRT wire length: 8650 um
  – Total gr overflow: 0
  – Largest net degree at the start of global routing: roughly 53

Clock network
  – Post-CTS Setup Bufs: 0
  – Worst-path clk slew: 0 ns
  – Late-Pin Clk Latency: 0 ns
-- sequential cells by signal, indices dropped and copies added (netlist names), 3 cells and up --
signal and flops:
flipflop0.q 4, flipflop1.q 4, flipflop2.q 4, flipflop3.q 4
flipflop4.q 4, flipflop5.q 4, flipflop6.q 4, flipflop7.q 4
count_out 3
-- placed cells by master, fill, tap and decap left out, drive strengths merged, types with 5 or more instances in the layout --
| cell type | netlist | final |
|---|---|---|
| dfrtp | 52 | 52 |
| o21ai | 8 | 8 |
| a22o | 5 | 5 |
| mux2i | 12 | 12 |
| clkdlybuf4s50 | 0 | 20 |
| mux2 | 34 | 34 |
| buf | 7 | 35 |
| nor2 | 6 | 6 |
| ha | 7 | 7 |
| nand2 | 19 | 19 |
| a21oi | 5 | 5 |
| inv | 24 | 24 |
-- power groups by stage --
stage | Combinational (mW) | Clock (mW) | Sequential, mW
finish | 0.157 | 0 | 0.00934
global route | 0.175 | 0 | 0.00934
CTS | 0.157 | 0 | 0.00934
-- critical path, cell delays in order --
cell	delay, ns
dlygate4sd2_1	0.27
buf_4	0.19
nor2b_2	0.06
a22o_1	0.25
a22oi_1	0.18
nor2_1	0.10
o32ai_2	0.31
inv_1	0.11
ha_1	0.20
or3_1	0.37
o211a_1	0.11
clkdlybuf4s50_1	0.39
-- timing repair --
action | CTS | global route
hold buffers | 0 | 0
gates cloned | 1 | 0
pin swaps | 0 | 1
resized | 9 | 7
endpoints found under the setup margin | 7 | 5
-- worst paths after layout --
kind                                            from                         to  depth (start not counted)
setup / recovery                              sel[2]                  cathode_A                         12
hold / removal             tff.flipflop0.q$_DFF_PP0_  tff.flipflop0.q$_DFF_PP0_                          1
setup reg to reg           tff.flipflop0.q$_DFF_PP0_  tff.flipflop0.q$_DFF_PP0_                          1
hold reg to reg            tff.flipflop0.q$_DFF_PP0_  tff.flipflop0.q$_DFF_PP0_                          1
max in group asynchronous                      reset  tff.flipflop0.q$_DFF_PP0_                          3
min in group asynchronous                      reset  tff.flipflop0.q$_DFF_PP0_                          3
-- logic make-up (layout without fill, tap and decap cells) --
kind of cell | count (synthesis) | after routing
flip-flops | 52 | 52
multiplexers | 47 | 47
adder cells (fa/ha/maj) | 7 | 7
XOR/XNOR | 3 | 3
buffers and inverters | 33 | 82
AND/OR/NAND/NOR | 48 | 48
AND-OR/OR-AND | 33 | 33
-- per-stage QoR --
stage | setup WS (ns) | area [um2] | power, mW | hold WS [ns]
after CTS | 0.00498 | 3220 | 0.167 | 0.412
after floorplan | 0.492 | 2620 | 0.0899 | 0.390
after global placement | -0.322 | 3190 | 0.165 | 0.401
final | 0.154 | 3230 | 0.166 | 0.412
after detailed placement | -0.316 | 3190 | 0.164 | 0.411
after global routing | 0.0126 | 3230 | 0.184 | 0.422
-- cell type report --
class	instances	area, um2	area share (%)
Inverter	24	90.1	2.79
Multi-Input combinational cell	138	1190	36.8
Sequential cell	52	1300	40.3
Tap cell	105	131	4.07
Timing Repair Buffer	58	520	16.1
-- per-layer routing --
| layer | vias up | global-route usage (%) |
|---|---|---|
| li1 | 880 | - |
| met1 | 853 | 21.0 |
| met2 | 28 | 18.6 |
| met3 | 2 | 1.30 |
| met4 | 0 | 0.498 |
| met5 | - | 0 |
Power figures rest on the tool's default switching activity, not on a simulated workload.
